File: run.sh
#!/bin/bash
# OpenROAD 26Q1-2900-gdf79404cd8, Yosys 0.63+post, stock flow scripts
make -C /OpenROAD-flow-scripts/flow DESIGN_CONFIG=/design/flow/config.mk WORK_HOME=/design/flow/orfs finish
File: config.mk
export PLATFORM = sky130hd
export DESIGN_NAME = sprite
export DESIGN_NICKNAME = sprite
export VERILOG_FILES = /design/flow/design.v
export SDC_FILE = /design/flow/constraint.sdc
export NUM_CORES = 4
export LEC_CHECK = 1
export CORE_UTILIZATION = 40
File: constraint.sdc
current_design sprite

set clk_period 6.8
set clk_io_pct 0.2

create_clock -name clk0 -period $clk_period [get_ports {clk}]

set non_clock_inputs [all_inputs -no_clocks]
set_input_delay [expr $clk_period * $clk_io_pct] -clock clk0 $non_clock_inputs
set_output_delay [expr $clk_period * $clk_io_pct] -clock clk0 [all_outputs]
File: design.v
`default_nettype none
`timescale 1ns / 1ps
module rom_async #(
    parameter WIDTH=8,
    parameter DEPTH=256,
    parameter INIT_F="",
    localparam ADDRW=$clog2(DEPTH)
    ) (
    input wire logic [ADDRW-1:0] addr,
    output     logic [WIDTH-1:0] data
    );
    logic [WIDTH-1:0] memory [DEPTH];
    initial begin
        if (INIT_F != 0) begin
            $display("Create rom_async with init file '%s'.", INIT_F);
            $readmemh(INIT_F, memory);
        end
    end
    always_comb data = memory[addr];
endmodule
`default_nettype none
`timescale 1ns / 1ps
module sprite #(
    parameter CORDW=16,       
    parameter H_RES=640,      
    parameter SX_OFFS=2,      
    parameter SPR_FILE="",    
    parameter SPR_WIDTH=8,    
    parameter SPR_HEIGHT=8,   
    parameter SPR_SCALE=0,    
    parameter SPR_DATAW=1     
    ) (
    input  wire logic clk,                             
    input  wire logic rst,                             
    input  wire logic line,                            
    input  wire logic signed [CORDW-1:0] sx, sy,       
    input  wire logic signed [CORDW-1:0] sprx, spry,   
    output      logic [SPR_DATAW-1:0] pix,             
    output      logic drawing                          
    );
    localparam SPR_ROM_DEPTH = SPR_WIDTH * SPR_HEIGHT;
    logic [$clog2(SPR_ROM_DEPTH)-1:0] spr_rom_addr;   
    logic [SPR_DATAW-1:0] spr_rom_data;   
    rom_async #(
        .WIDTH(SPR_DATAW),
        .DEPTH(SPR_ROM_DEPTH),
        .INIT_F(SPR_FILE)
    ) spr_rom (
        .addr(spr_rom_addr),
        .data(spr_rom_data)
    );
    logic [$clog2(SPR_WIDTH)-1:0] bmap_x;
    logic [SPR_SCALE:0] cnt_x;
    logic signed [CORDW-1:0] sprx_r, spry_r;
    logic signed [CORDW-1:0]  spr_diff;   
    logic spr_active;   
    logic spr_begin;    
    logic spr_end;      
    logic line_end;     
    always_comb begin
        spr_diff = (sy - spry_r) >>> SPR_SCALE;   
        spr_active = (spr_diff >= 0) && (spr_diff < SPR_HEIGHT);
        spr_begin = (sx >= sprx_r - SX_OFFS);
        spr_end = (bmap_x == SPR_WIDTH-1);
        line_end = (sx == H_RES - SX_OFFS);
    end
    enum {
        IDLE,       
        REG_POS,    
        ACTIVE,     
        WAIT_POS,   
        SPR_LINE,   
        WAIT_DATA   
    } state;
    always_ff @(posedge clk) begin
        if (line) begin   
            state <= REG_POS;
            pix <= 0;
            drawing <= 0;
        end else begin
            case (state)
                REG_POS: begin
                    state <= ACTIVE;
                    sprx_r <= sprx;
                    spry_r <= spry;
                end
                ACTIVE: state <= spr_active ? WAIT_POS : IDLE;
                WAIT_POS: begin
                    if (spr_begin) begin
                        state <= SPR_LINE;
                        spr_rom_addr <= spr_diff * SPR_WIDTH + (sx - sprx_r) + SX_OFFS;
                        bmap_x <= 0;
                        cnt_x <= 0;
                    end
                end
                SPR_LINE: begin
                    if (line_end) state <= WAIT_DATA;
                    pix <= spr_rom_data;
                    drawing <= 1;
                    if (SPR_SCALE == 0 || cnt_x == 2**SPR_SCALE-1) begin
                        if (spr_end) state <= WAIT_DATA;
                        spr_rom_addr <= spr_rom_addr + 1;
                        bmap_x <= bmap_x + 1;
                        cnt_x <= 0;
                    end else cnt_x <= cnt_x + 1;
                end
                WAIT_DATA: begin
                    state <= IDLE;   
                    pix <= 0;   
                    drawing <= 0;
                end
                default: state <= IDLE;
            endcase
        end
        if (rst) begin
            state <= IDLE;
            spr_rom_addr <= 0;
            bmap_x <= 0;
            cnt_x <= 0;
            pix <= 0;
            drawing <= 0;
        end
    end
endmodule
==> qor.csv <==
stage,metric,value,unit
run_status,status,"complete, no violations",
pwr,seqPwrFrac,0.500,
synthesis,synth-simple-area-share,0.1541,
final_timing,finalHoldViolations,0,
cells_and_area,seqCellArea,1141,µm²
setup_path,crit_arrival,3.56,ns
floorplan,floorplan.rows,29,
setup_path,setup.reg_to_reg.worst_slack,3.45,ns
clocking,clk-insertion-delay-late,0.29,ns
synthesis,synth.distinct_cells,51,
setup_path,ff2ff_path_depth,14,
setup_path,crit_required,7.02,ns
job,maxCapViolations,0,
place,dp.cells,393,
final_timing,finalMaxSlewViolations,0,
routing,drt-initial-drc-count,69,
routing,routed_wl,4914,µm
synthesis,synth_warnings,2,
cells_and_area,layout_top_cells_excl_fill_tap,"67 x clkdlybuf4s50_1, 35 x ha_1, 32 x edfxtp_1, 26 x inv_1, 16 x nor2_1",
place,preCtsSetupSlack,3.150,ns
clocking,clock_tree.htree_level_count,2,
setup_path,critical_path_peak_fanout,4,
synthesis,synthesis.area_per_instance,10.59,µm²
cells_and_area,nFillCells,564,
setup_path,crit_path_end_kind,register,
cells_and_area,flow.area_growth_from_synthesis,32.81,%
setup_path,startpoint_to_endpoint_class_of_the_critical_path,reg -> reg,
final_timing,setup_tns,0,ns
clocking,postCtsResizedCells,0,
routing,first_pass_iteration_count_of_the_detailed_router,4,
grt,grt_antenna_before_repair,0,
grt,largest_net_degree_at_the_start_of_global_routing,34,
synthesis,ys_sh_aoi,0.1470,
setup_path,timing.critical_path.mode_cell,nor2_1,
cells_and_area,mi_logic_area,1399,µm²
synthesis,ys_chip_area,2646,µm²
synthesis,synth-cells-yosys,250,
synthesis,post-synth-top-area-fraction,0.3631,
place,hpwl,3919,µm
setup_path,worstPathCellList,"or4_4, nor4_2, nand2_1, nor2_1, nand2_1, nor2_1, nor2_1, ha_1, or2b_2, and4_2, a32oi_2, nand3_2, o211a_2, a211oi_2",
synthesis,ys_top_cells_by_area,"edfxtp_1 36%, ha_1 17%, dfxtp_1 6.8%",
pwr,switching_power,0.0001273,W
floorplan,io-pin-count,69,
routing,antennaDiodeCount,0,
clocking,clock_tree.root_cell,clkbuf_8,
pwr,p_leak,1.372,nW
synthesis,postSynthCellCount,250,
synthesis,asyncSetResetFlopFracSynth,0,
grt,grt_use_total,0.1554,
final_timing,report.final.setup_viol,0,
routing,post_drt_via_cell_ratio,4.998,
final_timing,fmax,0.2989,GHz
place,port-buffer-count,67,
clocking,clk_pin_slew_worst_paths,0.08,ns
setup_path,critPathTopFamily,simple AND/OR/NAND/NOR gates,
cells_and_area,final_layout_top_logic_cell,clkdlybuf4s50_1,
clocking,cts.path.max_buffers,2,
grt,grt_pass1_wl,8521,µm
floorplan,initial_core_utilization,0.4167,
floorplan,chipHeight,83.34,µm
setup_path,worstSetupPathDepth,14,
grt,vias_in_the_first_global_route,2003,
routing,drt-wirelength-per-cell,12.25,µm
grt,gr-total-overflow,0,
final_timing,final.setup_skew,0.008484,ns
routing,drt_drc_violations_left,0,
final_timing,hold_ws,0.3950,ns
cells_and_area,final_layout_size_suffix_gt1_frac,0.06790,
synthesis,number_of_flops_mapped_to_enable_cells_by_yosys,32,
clocking,cts.sinks,41,
clocking,cts_inserted_buffers,5,
hold_path,hold_path_class,reg -> reg,
routing,detailroute.via_count,2004,
synthesis,muxShareOfSynthArea,0,
pwr,internal_power,0.0004320,W
job,openroad_warnings,26,
setup_path,r2r-start,sprx_r[4],
pwr,share_comb_of_total_power,0.185,
setup_path,critical-path-slowest-cell,or4_4,
clocking,ctsHoldBuffers,0,
final_timing,rsz_0062_raised_after_global_routing,no,
floorplan,die_area,6945,µm²
setup_path,category_of_the_worst_setup_path_launch_point,register,
clocking,cts_setup_buffers,0,
pwr,switching_share,0.2276,
pwr,clock_power_share,0.315,
synthesis,synth.logic.top_family,adder cells,
setup_path,crit-reg2reg-capture,bmap_x[0],
final_timing,post-route-worst-setup-slack,3.454,ns
synthesis,register_bit_total_from_synthesis,41,
floorplan,die-width,83.34,µm
floorplan,core,6350,µm²
hold_path,worst_hold_path.num_cells,1,
synthesis,syn-cell-area,2646,µm²
synthesis,ys_sh_xor,0.05957,
setup_path,timing.critical_path.to,bmap_x[0],
setup_path,crit_buf_inv,0,
setup_path,timing.critical_path.from,sprx_r[4],
setup_path,timing.critical_path.slowest_cell_delay,0.56,ns
final_timing,final_period_minus_worst_setup_slack,3.346,ns
cells_and_area,instances_no_fill,401,
synthesis,top_area_cell,edfxtp_1,
final_timing,period_used_share,0.4920,
synthesis,yosys.stat.seqShare,0.4312,
clocking,tritoncts,built,
routing,antenna_violating_nets_post_route,0,
synthesis,synth_adder_area_share,0.1655,
cells_and_area,postLayoutCoreUtil,0.5535,
synthesis,dominantRegCellSynth,edfxtp_1,
place,gpl.final_weighted_congestion,0.8515,
pwr,ir_worst_vdd,0.0001100,V
pwr,power_density,159.1,nW/µm²
## per-stage QoR
step	total power (W)	instance area [µm²]
detailed placement	0.0003893	3412
finish	0.0005592	3515
CTS	0.0005667	3515
global placement	0.0003894	3412
floorplan	0.0003374	2646
global route	0.0005884	3515
## per-layer routing
layer / vias to the layer above / part of all wire / track usage
met1: 872 / 0.49 / 0.2398
met5: - / 0 / 0
li1: 1080 / - / -
met2: 48 / 0.45 / 0.2526
met4: 0 / 0.0090 / 0.01411
met3: 4 / 0.052 / 0.02523
## layout make-up
cell class / instances / area share
clock buffer: 7 / 0.02777
clock inverter: 1 / 0.001424
inverter: 26 / 0.02777
multi-input combinational: 181 / 0.3980
sequential: 41 / 0.3247
tap: 77 / 0.02741
timing repair buffer: 68 / 0.1930
## power by group through the flow
stage / logic (W) / clock network, W / registers, W
global route: 0.000117 / 0.000191 / 0.000281
finish: 0.000103 / 0.000176 / 0.000280
CTS: 0.000105 / 0.000182 / 0.000280
## cell usage after synthesis (2+ instances only)
cell and n:
ha_1 35, edfxtp_1 32, inv_1 26, nor2_1 16, a21oi_1 14, nor3_1 11
nand2_1 10, xnor2_1 10, dfxtp_1 9, o21ai_0 9, xor2_1 8, a21o_1 6
a31oi_1 4, nand2b_1 4, nand4_1 4, nand3_1 3, nor2b_1 3, nor4_1 3
o2111ai_1 3, o32ai_1 3, a211oi_2 2, and3_1 2, and4_2 2, nor4b_1 2
o41ai_1 2, or3_1 2
## worst min-delay path by stage
| stage | startpoint | to | slack, ns |
|---|---|---|---|
| CTS | state[4] | drawing | 0.40 |
| global route | state[4] | drawing | 0.41 |
| finish | state[4] | drawing | 0.39 |
## registers in the layout, indices dropped and copies added (netlist names)
signal,flops
bmap_x,3
drawing,1
sprx_r,16
spry_r,16
state,5
## cells by family after synthesis
logic type      count (synthesis)
compound gates                 55
simple gates                   72
buf+inv                        28
xor+xnor                       18
fa+ha+maj                      35
other cells                     1
flops                          41
Power is estimated from default activity; no workload was simulated.
