**flow/design.v**
```verilog
`default_nettype none
`timescale 1ns / 1ps
module bram_sdp #(
    parameter WIDTH=8, 
    parameter DEPTH=256, 
    parameter INIT_F="",
    localparam ADDRW=$clog2(DEPTH)
    ) (
    input wire logic clk_write,                
    input wire logic clk_read,                 
    input wire logic we,                       
    input wire logic [ADDRW-1:0] addr_write,   
    input wire logic [ADDRW-1:0] addr_read,    
    input wire logic [WIDTH-1:0] data_in,      
    output     logic [WIDTH-1:0] data_out      
    );
    logic [WIDTH-1:0] memory [DEPTH];
    initial begin
        if (INIT_F != 0) begin
            $display("Load init file '%s' into bram_sdp.", INIT_F);
            $readmemh(INIT_F, memory);
        end
    end
    always_ff @(posedge clk_write) begin
        if (we) memory[addr_write] <= data_in;
    end
    always_ff @(posedge clk_read) begin
        data_out <= memory[addr_read];
    end
endmodule
`default_nettype none
`timescale 1ns / 1ps
module clut_simple #(
    parameter COLRW=12,   
    parameter CIDXW=4,    
    parameter F_PAL=""    
    ) (
    input  wire logic clk_write,   
    input  wire logic clk_read,    
    input  wire logic we,          
    input  wire logic [CIDXW-1:0] cidx_write,   
    input  wire logic [CIDXW-1:0] cidx_read,    
    input  wire logic [COLRW-1:0] colr_in,      
    output      logic [COLRW-1:0] colr_out      
    );
    bram_sdp #(
        .WIDTH(COLRW),
        .DEPTH(2**CIDXW),
        .INIT_F(F_PAL)
        ) bram_clut (
        .clk_write,
        .clk_read,
        .we,
        .addr_write(cidx_write),
        .addr_read(cidx_read),
        .data_in(colr_in),
        .data_out(colr_out)
    );
endmodule
```
**flow/run.sh**
```bash
#!/bin/bash
# OpenROAD 26Q1-2900-gdf79404cd8, Yosys 0.63+post, stock flow scripts
make -C /OpenROAD-flow-scripts/flow DESIGN_CONFIG=/design/flow/config.mk WORK_HOME=/design/flow/orfs finish
```
**flow/config.mk**
```make
export PLATFORM = sky130hd
export DESIGN_NAME = clut_simple
export DESIGN_NICKNAME = clut_simple
export VERILOG_FILES = /design/flow/design.v
export SDC_FILE = /design/flow/constraint.sdc
export NUM_CORES = 4
export LEC_CHECK = 1
export CORE_UTILIZATION = 30
```
**flow/constraint.sdc**
```tcl
current_design clut_simple

set clk_period 2.8
set clk_io_pct 0.2

create_clock -name clk0 -period $clk_period [get_ports {clk_read}]
create_clock -name clk1 -period $clk_period [get_ports {clk_write}]

set non_clock_inputs [all_inputs -no_clocks]
set_input_delay [expr $clk_period * $clk_io_pct] -clock clk0 $non_clock_inputs
set_output_delay [expr $clk_period * $clk_io_pct] -clock clk0 [all_outputs]
```
==> run summary <==
Notes on the flow outputs.

- The ratio of total power to cell area reads 682 nW/um^2.
- After synthesis, the design contains 329 cells according to Yosys.
- The site row count reads 57.
- The post-route setup TNS reads 0 ns.
- By count the netlist is led by edfxtp_1, mux4_2, a22oi_1.
- The static power due to leakage reads 2.92 nW.
- The post-CTS setup buffer count reads 0.
- The average cell area after synthesis reads 23.1 um^2.
- The required time of the worst setup path is 2.92 ns.
- The number of gates given a new drive strength after cts is 0.
- The number of different library cells in the post-synthesis netlist reads 18.
- STA classifies the critical path endpoint as a flop.
- The cell type with the highest aggregate area in the netlist reads edfxtp_1.
- Per the detail_route report, vias per standard cell equal 4.76.
- The share of synthesized area in the top cell type comes to 0.759.
- The synthesis warning total is 1.
- The cell area that synthesis handed to floorplanning was 7600 um^2.
- Per the synth log, the flip-flop and latch total comes to 204.
- The most frequent cell after synthesis is edfxtp_1.
- The number of fillers in the final layout reads 2193.
- The count of pins on the block boundary is 35.
- The synthesized netlist has a Yosys-reported chip area of 7600 um^2.
- For reference, the critical path cell chain is buf_2 > buf_12 > mux4_2 > a22oi_1 > nand2_1.
- The post-DP HPWL is 9890 um.
- Entering global routing, the biggest net connects 32 pins.
- The initial core utilization is 0.309.
- TritonCTS built the clock tree.
- Data arrives at the worst endpoint at 2.16 ns.
- Per the gpl log, the routability congestion estimate is 0.780.
- The run finished with clean final reports.
- The post-synthesis sequential area ratio reads 0.790.
- The detail route stage leaves a number of antenna-violating nets equal to 0.
- Max-slew check failures listed in the final report amount to 0.
- The vertical die dimension is 161 um.
- The number of antenna violations at the first check in global routing is 0.
- In the synthesized netlist the async set-or-reset flop fraction comes to 0.
- Between the synthesized netlist and the finished layout, the area growth was recorded as 19.4%.
- The post-synth count of flops with an enable pin is 192.
- Setup repair after global routing left no endpoint under its margin.
- The number of buffers and inverters on the critical path reads 2.
- The total chip power reads 6.20 mW.
- The floorplan die area reads 26000 um^2.
- The share of layout cells above drive strength 1 reads 0.221.
- The number of buffers added on ports is 33.
- The setup check on the worst reg-to-reg path leaves a slack of 1.21 ns.
- The hold buffer count at CTS is 0.
- For reference, the most critical setup path is categorized as in -> reg.
- The largest single stage delay on the critical path is 0.53 ns.
- By area the synthesized netlist is led by edfxtp_1, mux4_2, mux4_1, dfxtp_1, a22oi_1.
- The number of diodes added for antenna fixing reads 0.
- The sequential cell area reads 6010 um^2.
- In the global route stage, overall resource usage came out at 0.136.
- In the final report, the number of hold violations comes to 0.
- The max-slew headroom at the worst pin is 0.507.
- The number of detailed-route iterations in the first pass is 4.
- The script parses the final routing iteration and logs DRC violations as 0.
- The category of the worst setup path launch point is an input pin.
- The count of max-cap constraint violations reads 0.
- The layout report lists the multi-input gate area as 1520 um^2.
- The peak ir drop on the vdd network is 0.441 mV.
- The flip-flop cell with the highest count after synthesis is edfxtp_1.
- On the worst setup and hold paths after CTS, the clock-pin slew comes to 0.06 ns.
- The first global-routing pass estimated 23500 um of wire.
- The cell count after synthesis reads 329.
- The count of routing violations after the opening detailed-route iteration is 208.
- The post-layout worst setup margin is 0.760 ns.
- The worst slack at placement reads 0.468 ns.
- The final setup violation count is 0.
- Hold is met by 0.826 ns.
- The overall overflow remaining after global route reads 0.
- The transition time recorded at the tightest slew-check pin is 0.740 ns.
- The total number of vias is 3497.
- The final design utilization is 0.369.
- The clock sink total reads 204.
- The die is 161 um wide.
- The floorplan core area is 24600 um^2.
- The number of global-route vias before repair was 3856.
- After detailed routing, the total wire length is 15700 um.
- The class of the worst hold path is reg -> reg.
- The total tool warning count reads 26.
- The cell family contributing the most delay on the critical path is buffers and inverters.
- The average wire per standard cell reads 21.4 um.
- Max fanout on the critical path was recorded as 31.
- The slowest library cell on the worst path reads mux4_2.
==> registers in the layout, indices dropped and copies added, names as in the netlist <==
| signal | count |
|---|---|
| bram_clut.data_out | 12 |
| bram_clut.memory | 192 |
==> worst register-to-register path: stages, from the launching register on <==
cell	delay (ns)
edfxtp_1	0.36
mux4_2	0.46
a22oi_1	0.39
nand2_1	0.10
==> cells by family after synthesis <==
logic type,Yosys count,share of synthesized area
buf+inv,14,0.0130
simple gates,39,0.0234
compound gates,24,0.0237
flops,204,0.790
mux,48,0.150
==> power by group <==
group | internal, mW | total, mW | switching (mW)
Sequential | 3.41 | 3.44 | 0.0265
Combinational | 0.164 | 0.333 | 0.169
Clock | 1.42 | 2.42 | 1.00
==> through the flow <==
step,cells,cell area [um^2]
floorplan,329,7600
global placement,699,8470
detailed placement,699,8470
CTS,735,9080
global route,735,9080
finish,735,9080
==> routing by layer <==
| metal | wire (um) | GRT usage | vias to the layer above |
|---|---|---|---|
| met5 | 0 | 0 | - |
| met4 | 184 | 0.0154 | 0 |
| met3 | 2540 | 0.108 | 12 |
| met2 | 7270 | 0.200 | 206 |
| met1 | 5730 | 0.166 | 1743 |
| li1 | - | - | 1536 |
==> placed cells by master (no fill, tap or decap), types with 4 or more instances in the layout <==
cell type          n
edfxtp_1         192
mux4_2            33
clkdlybuf4s50_1   31
buf_4             25
a22oi_1           24
clkbuf_16         20
mux4_1            15
nor2_1            13
nand2_1           13
dfxtp_1           12
clkinv_1           6
clkbuf_1           5
nor3_2             4
==> final timing paths <==
check,startpoint,end,cells past startpoint
setup / recovery,cidx_read[0],bram_clut.data_out[0],5
hold / removal,bram_clut.memory[13][5],bram_clut.data_out[5],3
setup reg to reg,bram_clut.memory[2][10],bram_clut.data_out[10],3
hold reg to reg,bram_clut.memory[13][5],bram_clut.data_out[5],3
max in group clk1,we,bram_clut.memory[0][2],4
min in group clk1,colr_in[2],bram_clut.memory[5][2],1
==> cell type report <==
type                    count  area share
clock buffers              26      0.0587
clock inverters            10     0.00772
well taps                 324      0.0447
multi-input cells         111       0.167
repair buffers             60      0.0604
flip-flops and latches    204       0.662
No activity file was given, so power comes from the tool's default toggle rates.
